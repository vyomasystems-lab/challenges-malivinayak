$ cat design/flow/config.mk
export PLATFORM = sky130hd
export DESIGN_NAME = mux
export DESIGN_NICKNAME = mux
export VERILOG_FILES = /design/flow/design.v
export SDC_FILE = /design/flow/constraint.sdc
export NUM_CORES = 4
export LEC_CHECK = 1
export CORE_AREA = 10 10 89 89
export DIE_AREA = 0 0 99 99
$ cat design/flow/design.v
module mux(sel,inp0, inp1, inp2, inp3, inp4, inp5, inp6, inp7, inp8, 
           inp9, inp10, inp11, inp12, inp13, inp14, inp15, inp16, inp17,
           inp18, inp19, inp20, inp21, inp22, inp23, inp24, inp25, inp26,
           inp27, inp28, inp29, inp30, out);
  input [4:0] sel;
  input [1:0] inp0, inp1, inp2, inp3, inp4, inp5, inp6,
            inp7, inp8, inp9, inp10, inp11, inp12, inp13, 
            inp14, inp15, inp16, inp17, inp18, inp19, inp20,
            inp21, inp22, inp23, inp24, inp25, inp26,
            inp27, inp28, inp29, inp30;
  output [1:0] out;
  reg [1:0] out;
  always @(sel or inp0  or inp1 or  inp2 or inp3 or inp4 or inp5 or inp6 or
            inp7 or inp8 or inp9 or inp10 or inp11 or inp12 or inp13 or 
            inp14 or inp15 or inp16 or inp17 or inp18 or inp19 or inp20 or
            inp21 or inp22 or inp23 or inp24 or inp25 or inp26 or inp27 or 
            inp28 or inp29 or inp30 )
  begin
    case(sel)
      5'b00000: out = inp0;  
      5'b00001: out = inp1;  
      5'b00010: out = inp2;  
      5'b00011: out = inp3;  
      5'b00100: out = inp4;  
      5'b00101: out = inp5;  
      5'b00110: out = inp6;  
      5'b00111: out = inp7;  
      5'b01000: out = inp8;  
      5'b01001: out = inp9;  
      5'b01010: out = inp10;
      5'b01011: out = inp11;     
      5'b01100: out = inp12;     
      5'b01101: out = inp13;     
      5'b01110: out = inp14;
      5'b01111: out = inp15;
      5'b10000: out = inp16;
      5'b10001: out = inp17;
      5'b10010: out = inp18;
      5'b10011: out = inp19;
      5'b10100: out = inp20;
      5'b10101: out = inp21;
      5'b10110: out = inp22;
      5'b10111: out = inp23;
      5'b11000: out = inp24;
      5'b11001: out = inp25;
      5'b11010: out = inp26;
      5'b11011: out = inp27;
      5'b11100: out = inp28;
      5'b11101: out = inp29;      
      5'b11110: out = inp30;          
      default: out = 0;
    endcase
  end
endmodule 
$ cat design/flow/run.sh
#!/bin/bash
# OpenROAD 26Q1-2900-gdf79404cd8, Yosys 0.63+post, stock flow scripts
make -C /OpenROAD-flow-scripts/flow DESIGN_CONFIG=/design/flow/config.mk WORK_HOME=/design/flow/orfs finish
$ cat design/flow/constraint.sdc
current_design mux

set clk_period 1.9
set clk_io_pct 0.2

create_clock -name clk0 -period $clk_period

set non_clock_inputs [all_inputs -no_clocks]
set_input_delay [expr $clk_period * $clk_io_pct] -clock clk0 $non_clock_inputs
set_output_delay [expr $clk_period * $clk_io_pct] -clock clk0 [all_outputs]
==> impl_results.rst <==
Metrics
=======

.. list-table::
   :header-rows: 1

   * - Metric
     - Value
   * - Antenna violations before repair
     - 0
   * - Final count of negative-setup-slack endpoints
     - 2
   * - Cell type with the highest occurrence count on the critical path
     - buf_6
   * - P_sw
     - approximately 120 µW
   * - Final-layout clock buffer total
     - 0
   * - Share of the yosys chip area belonging to registers
     - 0
   * - Syn Area/Cell
     - around 7.3 µm²
   * - Total routed wirelength
     - around 4 mm
   * - Initial Utilization
     - 0.116
   * - CP Capture Point
     - out[0]
   * - Reported max-cap violation count
     - 0
   * - Crit path DAT
     - between 1.5 and 2 ns
   * - Worst Hold Slack
     - roughly 1.4 ns
   * - Layout area overhead
     - 146%
   * - Number of nets with antenna violations after routing
     - 0
   * - Biggest area contributors in the synthesized netlist
     - mux2i_1 16%, mux2_2 6.5%, nor2b_1 5.4%
   * - Average routed wire per standard cell
     - around 16 µm
   * - DRC Markers
     - 0
   * - Via count of the first global-routing pass
     - 1178
   * - Transition at the pin with the smallest max-transition slack
     - roughly 0.35 ns
   * - Ratio of total power to cell area
     - about 200 nW/µm²
   * - Peak fanout along the critical path
     - 4
   * - Post-route non-filler standard cell count
     - 259
   * - RSZ-0062 raised after global routing
     - true
   * - FF/Latch Area
     - 0 µm²
   * - Netlist area before placement
     - between 600 and 700 µm²
   * - Via/cell ratio
     - 4.31
   * - Post-layout worst setup margin
     - -0.315 ns
   * - Worst path required time
     - roughly 1.5 ns
   * - Sequential cell fraction of total power
     - 0
   * - Number of standard cells reported by yosys
     - 96
   * - Worst setup path startpoint
     - sel[2]
   * - Commonest cells in the netlist
     - 11 x mux2i_1, 6 x buf_2, 6 x nor2_1, 6 x nor2b_1
   * - Die Width
     - between 90 and 100 µm
   * - Number of sequential storage elements
     - 0
   * - Cell count after placement
     - roughly 250
   * - Worst-path cell with the longest stage delay
     - or4_1
   * - Critical path's top delay family
     - simple AND/OR/NAND/NOR gates
   * - Max IR drop VDD
     - ~0.09 mV
   * - Clock power share
     - 0
   * - Die span in y
     - 99 µm
   * - I/O pin total
     - roughly 69
   * - Share of the synthesized area in the top cell type
     - 0.158
   * - Number of cells on the worst hold path
     - 5
   * - Cts hold-fix bufs
     - 0
   * - Final worst path period share
     - 1.17
   * - Comb power frac
     - 1.000
   * - Relative slew slack
     - 0.767
   * - Area of the core
     - 5990 µm²
   * - Antenna diode count
     - 0
   * - Fraction of final layout cells sized beyond drive strength 1
     - 0.283
   * - Crit end category
     - output pin
   * - DR vias
     - approximately 1.1k
   * - Result of the run
     - finished with violations
   * - FMAX
     - roughly 0.45 GHz
   * - Failing checks
     - negative setup slack
   * - Number of DRC markers after the initial detailed-route iteration
     - 39
   * - Remaining Overflow, GRT
     - 0
   * - Largest net degree at the start of global routing
     - 14
   * - Final critical delay including setup and external delays
     - ~2.2 ns
   * - Overall track demand over capacity in global routing
     - 0.0786
   * - First-pass GRT wire length
     - roughly 6.4 mm
   * - Category of the critical setup timing path
     - in -> out
   * - Count of input and output buffers
     - approximately 69
   * - Number of gates on the worst path with buffers counted
     - 9
   * - Leading cell type by number of instances after synthesis
     - mux2i_1
   * - P_leak
     - 0.000724 µW
   * - Switching fraction of total power
     - 0.353
   * - Chip Footprint
     - roughly 10000 µm²
   * - Number of standard-cell rows in the floorplan
     - 28
   * - Internal power component
     - between 200 and 250 µW
   * - Library cells used by synthesis
     - 41
   * - Filler cells
     - about 640
   * - Detail Placement HPWL
     - 3.51 mm
   * - Number of buffers and inverters on the critical path
     - 4
   * - Tool warning count
     - 34
   * - Total iterations of the first detailed-routing run
     - 4
   * - Biggest area consumer among synthesized cells
     - mux2i_1
   * - Synthesis warning total
     - 1
   * - HP Class
     - in -> out
   * - Final count of hold timing violations
     - 0
   * - Startpoint types
     - primary input
   * - Worst path max stage delay
     - about 0.48 ns
   * - Post-Syn Instances
     - approximately 96
   * - YS chip area
     - 697 µm²
   * - Cells along the critical path
     - buf_8 -> buf_6 -> buf_6 -> and4b_1 -> a31oi_1 -> o22a_1 -> o21ai_1 -> or4_1 -> buf_2
   * - Number of slew-limit violations in the final report
     - 0
   * - Routability congestion estimate
     - between 0.9 and 1
worst min path at each step:
stage / from / slack (ns) / to
4_1_cts: sel[1] / 1.39 / out[1]
5_1_grt: sel[1] / 1.46 / out[1]
6_report: sel[1] / 1.40 / out[1]
power by group through the flow:
stage                 registers [µW]  clock network (µW)  logic [µW]
after global routing               0                   0         360
after CTS                          0                   0         326
final                              0                   0         335
metal layers:
| metal | track usage | vias up | part of all wire |
|---|---|---|---|
| met2 | 0.127 | 44 | 0.45 |
| met1 | 0.107 | 497 | 0.46 |
| met5 | 0 | - | 0 |
| met3 | 0.0233 | 0 | 0.089 |
| met4 | 0 | 0 | 0 |
| li1 | - | 574 | - |
tightest hold or removal path, stage by stage:
cell,delay (ns)
buf_4,0.11
buf_6,0.15
or3_1,0.13
o2111ai_2,0.11
buf_2,0.13
layout make-up:
| type | count | area [µm²] | area share |
|---|---|---|---|
| timing repair buffer | 98 | 921 | 0.538 |
| multi-input combinational | 85 | 694 | 0.405 |
| tap | 75 | 93.8 | 0.0548 |
| inverter | 1 | 3.75 | 0.00219 |
per-stage QoR:
| step | area [µm²] | setup TNS (ns) | setup slack [ns] | utilization | power, µW |
|---|---|---|---|---|---|
| final | 1710 | -0.609 | -0.315 | 0.286 | 335 |
| after global routing | 1710 | -0.730 | -0.371 | 0.286 | 360 |
| after CTS | 1670 | -0.611 | -0.311 | 0.278 | 326 |
| after detailed placement | 1610 | -2.30 | -1.18 | 0.268 | 322 |
| after global placement | 1610 | -2.24 | -1.15 | 0.268 | 323 |
| after floorplan | 697 | 0 | 0.0412 | - | 111 |
logic make-up (layout without fill, tap and decap cells):
| group | after synthesis | after routing | synth area share |
|---|---|---|---|
| AND-OR/OR-AND | 33 | 33 | 0.336 |
| multiplexers | 16 | 16 | 0.255 |
| buffers and inverters | 11 | 99 | 0.0862 |
| AND/OR/NAND/NOR | 36 | 36 | 0.323 |
cells in the final DEF, fill, tap and decap left out, types with 2 or more instances in the layout:
| cell type | synthesis | final |
|---|---|---|
| mux2i_1 | 11 | 11 |
| o21ai_0 | 5 | 2 |
| mux2_4 | 0 | 4 |
| clkdlybuf4s15_2 | 0 | 2 |
| nor2b_1 | 6 | 6 |
| o22ai_1 | 2 | 2 |
| or3_1 | 2 | 2 |
| a22o_1 | 2 | 2 |
| buf_2 | 6 | 4 |
| or4_1 | 2 | 2 |
| nor3b_1 | 2 | 2 |
| a31oi_1 | 5 | 4 |
| buf_4 | 1 | 22 |
| buf_12 | 0 | 2 |
| buf_6 | 1 | 7 |
| a21oi_1 | 4 | 4 |
| clkdlybuf4s50_1 | 0 | 35 |
| a32oi_1 | 3 | 3 |
| nand2_1 | 3 | 3 |
| o21ai_1 | 1 | 4 |
| nor3_1 | 3 | 3 |
| nor2_1 | 6 | 5 |
| clkdlybuf4s15_1 | 0 | 2 |
| dlygate4sd2_1 | 0 | 21 |
| nand3_1 | 4 | 4 |
| dlymetal6s2s_1 | 0 | 2 |
repair_timing:
action | 4_1_cts | 5_1_grt
buffers inserted | 4 | 1
gates resized | 76 | 11
endpoints found under the setup margin | 2 | 2
pin swaps | 19 | 10
Power is estimated from default activity; no workload was simulated.

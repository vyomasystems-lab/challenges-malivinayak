==> /design/flow/run.sh <==
#!/bin/bash
# OpenROAD 26Q1-2900-gdf79404cd8, Yosys 0.63+post, stock flow scripts
make -C /OpenROAD-flow-scripts/flow DESIGN_CONFIG=/design/flow/config.mk WORK_HOME=/design/flow/orfs finish
==> /design/flow/constraint.sdc <==
current_design TIntersectionController

set clk_period 2.6
set clk_io_pct 0.2

create_clock -name clk0 -period $clk_period [get_ports {clk}]

set non_clock_inputs [all_inputs -no_clocks]
set_input_delay [expr $clk_period * $clk_io_pct] -clock clk0 $non_clock_inputs
set_output_delay [expr $clk_period * $clk_io_pct] -clock clk0 [all_outputs]
==> /design/flow/design.v <==
`timescale 1ns / 1ps
module TIntersectionController(
    input clk,rst,
    output reg [2:0]light_LS,
    output reg [2:0]light_BR,
    output reg [2:0]light_LR,
    output reg [2:0]light_RB
    );
    parameter  S1=0, S2=1, S3 =2, S4=3, S5=4,S6=5;
    reg [3:0]count;
    reg[2:0] ps;
    parameter sec7=7,sec5=5,sec2=2,sec3=3;
    always@(posedge clk or posedge rst)
        begin
        if(rst==1)
        begin
        ps<=S1;
        count<=0;
        end
        else
            case(ps)
                S1: if(count<sec7)               
                        begin
                        ps<=S1;
                        count<=count+1;
                        end
                    else
                        begin
                        ps<=S2;
                        count<=0;
                        end
                S2: if(count<sec2)
                        begin
                        ps<=S2;
                        count<=count+1;
                        end
                    else
                        begin
                        ps<=S3;
                        count<=0;
                        end
                S3: if(count<sec5)
                        begin
                        ps<=S3;
                        count<=count+1;
                        end
                    else
                        begin
                        ps<=S4;
                        count<=0;
                        end
                S4:if(count<sec2)
                        begin
                        ps<=S4;
                        count<=count+1;
                        end
                    else
                        begin
                        ps<=S5;
                        count<=0;
                        end
                S5:if(count<sec3)
                        begin
                        ps<=S5;
                        count<=count+1;
                        end
                    else
                        begin
                        ps<=S6;
                        count<=0;
                        end
                S6:if(count<sec2)
                        begin
                        ps<=S6;
                        count<=count+1;
                        end
                    else
                        begin
                        ps<=S1;
                        count<=0;
                        end
                default: ps<=S1;
                endcase
            end   
            always@(ps)    
            begin
                case(ps)
                    S1:
                    begin
                       light_LS<=3'b001;             
                       light_RB<=3'b001;
                       light_LR<=3'b100;
                       light_BR<=3'b100;
                    end
                    S2:
                    begin 
                       light_LS<=3'b001;
                       light_RB<=3'b010;
                       light_LR<=3'b100;
                       light_BR<=3'b100;
                    end
                    S3:
                    begin
                       light_LS<=3'b001;
                       light_RB<=3'b100;
                       light_LR<=3'b001;
                       light_BR<=3'b100;
                    end
                    S4:
                    begin
                       light_LS<=3'b010;
                       light_RB<=3'b100;
                       light_LR<=3'b010;
                       light_BR<=3'b100;
                    end
                    S5:
                    begin
                       light_LS<=3'b100;
                       light_RB<=3'b100;
                       light_LR<=3'b100;
                       light_BR<=3'b001;
                    end
                    S6:
                    begin 
                       light_LS<=3'b100;
                       light_RB<=3'b100;
                       light_LR<=3'b100;
                       light_BR<=3'b010;
                    end
                    default:
                    begin 
                       light_LS<=3'b000;
                       light_RB<=3'b000;
                       light_LR<=3'b000;
                       light_BR<=3'b000;
                    end
                    endcase
            end                
endmodule
==> /design/flow/config.mk <==
export PLATFORM = sky130hd
export DESIGN_NAME = TIntersectionController
export DESIGN_NICKNAME = TIntersectionController
export VERILOG_FILES = /design/flow/design.v
export SDC_FILE = /design/flow/constraint.sdc
export NUM_CORES = 4
export LEC_CHECK = 1
export CORE_AREA = 10 10 70 70
export DIE_AREA = 0 0 80 80
==> flow_summary.ini <==
; synthesis and place-and-route metrics
[setup_path]
cp_slowest_stage_delay_ns = 0.44
reg2regPathDepth = 4
r2r_slack_ns = 0.99
r2r-end = count[0]$_DFFE_PP0P_
cp_max_fo = 7
critical_path.cell_chain = or2_2 > or3_1 > clkdlybuf4s50_1
path_class = reg -> out
rr_startpoint = ps[2]$_DFF_PP0_
crit_path_end_kind = primary output
cp.arrival_ns = 1.81
cp.required_ns = 2.08
cp_slowest_cell = dfrtp_1
crit_path_start_kind = flip-flop

[clock_tree]
clock_sinks = 10
clk_path_buf_depth = 2
h-tree-depth = 1
post-cts-setup-buffers = 0
clockRootBuffer = clkbuf_4
cts_tree = done
ctsResizeCount = 0
clk_pin_slew_ns = 0.07
cts_buffers = 3
cts_hold_buf = 0
clk_latency_ns = 0.27

[route]
route.detailed.drc = 0
post_drt_wl_per_cell_um = 11.15
met2_length_um = 650
ant_nets = 0
diodes = 0
wirelength_met1_um = 689
vias_per_cell = 4.331
wl_met3_um = 89
vias = 563
wirelength_um = 1449
drt_iter0_markers = 72
topRoutingLayerUsed = met4
first_pass_iters = 4

[floorplan]
io_pins = 14
rows = 21
chipArea_mm2 = 0.006400
fp-utilization_pct = 19.71
core_region_area_mm2 = 0.003416
die_h_um = 80
die_w_um = 80

[grt]
gr-usage-all-layers_pct = 4.604
grt_pass1_vias = 520
grt_first_pass_wirelength_um = 2456
grt_antenna_before_repair = 0
grt_max_degree = 12
grt_overflow = 0

[placement]
placed_cells = 126
place_hpwl_um = 1092
place.port_buffers = 13
gp_congestion = 0.9096

[logic_synthesis]
synth-cells-yosys = 77
top_area_cell = dfrtp_1
synth_cell_types = 32
yosys_area_um2 = 673.1
yosys.stat.seqShare_pct = 37.36
netlist.area_leader.share_pct = 33.46
ff_type = dfrtp_1
synth_flops = 10
ys_warn_count = 1
edf_count = 0
most_common_cell = dfrtp_1
syn_area_um2 = 673.1
top_cells_by_area = dfrtp_1 (33%), dfstp_2 (3.9%), nor2_1 (3.9%)
syn_avg_cell_area_um2 = 8.742
ys_async_sr_fraction_pct = 100.0
synth_cells = 77
ys_top_cells_by_count = dfrtp_1 (9), nor2_1 (7), clkbuf_1 (6), inv_1 (6)

[cells_and_area]
layout.cells.non_filler = 130
syn2layout_area_growth_pct = 23.05
layout-drive-gt1-share_pct = 16.67
utilization_pct = 24.25

[hold_path]
hp-class = reg -> reg
hp-start = count[0]$_DFFE_PP0P_
whs_path_depth = 1
hold-path-endpoint = count[0]$_DFFE_PP0P_

[sta]
tns_ns = 0
finClkSkew_ns = 0.007413
rsz0062_at_grt = no
min_period_ns = 2.326
worst_pin_slew_ns = 0.3538
relSlewSlack_pct = 75.81
post-route-period-util_pct = 89.48
maxSlewViolCount = 0
fmax_mhz = 429.8
final-hold-violation-count = 0
setup_violations = 0

[pwr]
peakVddDrop_v = 0.00009799
power_density_mw_per_mm2 = 363.7
leakage_nw = 0.3455
finalPower_w = 0.0003012

[flow_run]
maxCapViolCount = 0
tool_warnings = 26

[status]
status = finished clean
## registers in the layout (all words and copies together), names as in the netlist
register,flops
ps,6
count,4
## worst max-delay path, delay by kind of cell (launching register included)
kind          cells  cell delay [ns]
simple gates      2             0.68
flops             1             0.44
buf+inv           1             0.41
## metal layers
metal,global-route usage [%],vias to the layer above
met5,0,-
met4,0.8803,0
met3,1.591,4
met2,6.661,15
met1,6.485,267
li1,-,277
## cell families (layout without fill, tap and decap cells)
group | count (synthesis) | in the layout | synth area share, %
buffers and inverters | 16 | 23 | 13.57
and+or+nand+nor | 30 | 30 | 25.65
adders and majority gates | 2 | 2 | 3.717
AOI/OAI and AO/OA | 18 | 18 | 18.22
DFF | 10 | 10 | 37.36
muxes | 1 | 1 | 1.487
## stage by stage
step	cell area, um2	hold slack (ns)	setup slack (ns)
after floorplan	673.1	0.3595	1.064
after global placement	792.0	0.5118	0.5727
after detailed placement	792.0	0.5153	0.5549
after CTS	828.3	0.5241	0.2499
after global routing	828.3	0.5501	0.2087
final	828.3	0.5192	0.2735
## area by class of cell
type,count,area [um2]
clock buffers,4,36.28
fillers,371,2587
inverters,6,22.52
multi-input cells,51,330.3
flip-flops and latches,10,251.5
well taps,46,57.56
repair buffers,13,130.1
## cell usage in the layout, fill, tap and decap left out
master / n
clkdlybuf4s50_1: 13
dfrtp_1: 9
a31oi_1: 1
o31ai_2: 2
mux2i_1: 1
nand4b_1: 1
or3_2: 1
nor2_1: 7
a22o_1: 1
ha_1: 2
nor2_2: 1
nand2b_1: 2
nor2_4: 1
or2b_2: 1
a2bb2oi_1: 1
o21ai_0: 4
a22oi_1: 1
a21boi_0: 1
nor3_1: 5
dfstp_2: 1
or3_1: 2
or2_2: 1
a21oi_1: 5
nor2b_1: 1
clkbuf_8: 1
o21ai_1: 1
a2111oi_0: 1
inv_1: 6
or4_4: 2
clkbuf_4: 3
nand2_1: 5
## report_power, final
| group | total [W] | switching [W] | leakage [nW] | internal, W |
|---|---|---|---|---|
| registers | 0.000156 | 0 | 0.136 | 0.000156 |
| logic | 0.00000453 | 0.00000313 | 0.188 | 0.00000140 |
| clock network | 0.000141 | 0.0000561 | 0.0210 | 0.0000851 |
## worst max path at each step
| stage | start | to | slack, ns | depth (start not counted) |
|---|---|---|---|---|
| finish | ps[4]$_DFF_PP0_ | light_LR[2] | 0.27 | 3 |
| CTS | ps[4]$_DFF_PP0_ | light_LR[2] | 0.25 | 3 |
| global route | ps[4]$_DFF_PP0_ | light_LR[2] | 0.21 | 3 |
Power and IR drop assume default switching activity.
